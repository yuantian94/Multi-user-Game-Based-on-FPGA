## design/flow/run.sh

```bash
#!/bin/bash
# OpenROAD 26Q1-2900-gdf79404cd8, Yosys 0.63+post, stock flow scripts
make -C /OpenROAD-flow-scripts/flow DESIGN_CONFIG=/design/flow/config.mk WORK_HOME=/design/flow/orfs finish
```

## design/flow/config.mk

```make
export PLATFORM = sky130hd
export DESIGN_NAME = f_veri_mod
export DESIGN_NICKNAME = f_veri_mod
export VERILOG_FILES = /design/flow/design.v
export SDC_FILE = /design/flow/constraint.sdc
export NUM_CORES = 4
export LEC_CHECK = 1
export CORE_AREA = 10 10 70 70
export DIE_AREA = 0 0 80 80
```

## design/flow/constraint.sdc

```tcl
current_design f_veri_mod

set clk_period 1.9
set clk_io_pct 0.2

create_clock -name clk0 -period $clk_period [get_ports {clk}]

set non_clock_inputs [all_inputs -no_clocks]
set_input_delay [expr $clk_period * $clk_io_pct] -clock clk0 $non_clock_inputs
set_output_delay [expr $clk_period * $clk_io_pct] -clock clk0 [all_outputs]
```

## design/flow/design.v

```verilog
module f_veri_mod (
	sum_f,
	clk,
	clear,
	rst,
	light_r,
	light_g,
	score);
	input [3:0] sum_f;
	input clk, clear, rst;
	output light_r, light_g;
	output reg [3:0] score;
	reg light_r, light_g;
	reg already_count;
	always @(posedge clk) begin
	  if(rst == 0)
            begin
              light_r <= 1;
	      light_g <= 0;
	      score <= 0;
	      already_count <= 0;
	    end
	  else 
	    begin
	      if(clear == 1)
	        begin
		  score <= 0;
		  already_count <= 0;
	        end
	      else
	        begin
		  if(sum_f == 4'b1111)
		    begin
			light_r <= 0;
			light_g <= 1;
			if(already_count == 0)
			  begin
			    score <= score + 1;
		    	    already_count <= 1;
			  end
		    end
		  else
		    begin
			light_r <= 1;
			light_g <= 0;
		        already_count <= 0;
		    end
	         end       
	    end
	end
endmodule
```

==> metrics.cfg <==
[floorplanning]
chipArea_um2=6400
die_h_um=80
core_area_um2=3416
rows=21
dieWidth_um=80
fp_util_pct=8.645
ioPinCount=13

[status]
status=finished, final reports clean

[setup_path]
cpPeakStageDelay_ns=0.50
cp_slowest_cell=clkdlybuf4s50_1
path_buffers=1
worst-setup-path-type=reg2out
reg2reg_slack_ns=0.72
cp-start-kind=flip-flop
critPathTopFamily=buffers and inverters
reg2regPathDepth=4
critical_path.cell_chain=clkdlybuf4s50_1
reg2reg_to=score[2]$_SDFFE_PP0P_
cp.required_ns=1.52
crit_arrival_ns=1.15
cp-end-kind=output pin
crit_path_max_fanout=5
crit-reg2reg-launch=score[0]$_SDFFE_PP0P_

[sta]
worstMarginPinSlew_ns=0.2048
slew_violations=0
rsz0062_at_grt=false
finalSetupViolations=0
tns_ns=0
hold_viol=0
finalCritPeriodShare_pct=80.35
fin_skew_ns=0.003076
timing.fmax_mhz=655.0
fin_crit_ns=1.527
relSlewSlack_pct=86.33

[synth]
synth.cells.most_frequent=dfxtp_1 (7), nand2_1 (4)
ys_cells=32
edf_count=0
yosysWarnings=1
ys_types=17
top_cells_by_area=dfxtp_1 (47%), nand2_1 (5.1%), o211ai_1 (5.1%)
syn-cell-area_um2=295.3
avgSynthCellArea_um2=9.228
ys.flops=7
post-synth-top-count-cell=dfxtp_1
top_cell_area_share_pct=47.46
yosys_area_um2=295.3
synth_cells=32
ff_type=dfxtp_1
synth_seq_share_pct=47.46
top_area_cell=dfxtp_1
synthArstFlopShare_pct=0

[route]
routedWlPerCell_um=8.811
drc=0
num_vias=296
drtPass1Iterations=3
drtIter0Drc=12
drt-total-wl_um=837
antenna_left=0
antenna_cells_inserted=0
via_per_inst=3.116

[global_route]
grt_use_met1_pct=3.418
grt_pass1_vias=333
busiest_layer=met2
grt_usage_pct=2.996
gr-total-overflow=0
grt_antenna_before_repair=0
grt_pass1_wl_mm=1.593
use_met3_pct=1.477
use_met2_pct=4.976
grt_max_degree=8

[clocking]
cts_max_level=1
clk_path_buf_depth=2
cts_resized=0
postCtsSetupBuffers=0
cts_root_buffer=clkbuf_4
clock_latency_ns=0.25
clock-sinks=7
cts-buffers-inserted=3
cts.hold.buffers_added=0
clk_pin_slew_worst_paths_ns=0.05
cts_tree=done

[job]
max-cap-violations=0
warnings=25

[worst_hold_path]
min_path_type=reg2reg
whs_endpoint=score[3]$_SDFFE_PP0P_
hold_depth=2
worstHoldStart=score[3]$_SDFFE_PP0P_

[placement]
gp_congestion=0.6461
dpl.hpwl_um=655
portBuffers=12

[final_layout]
layout-drive-gt1-share_pct=10.20
fill_cells=394
syn2layout_area_growth_pct=72.46

[power_and_ir_drop]
p_total_uw=306.4
ir_worst_vdd_v=0.0003033
powerDensity_nw_per_um2=601.7
power_leakage_nw=0.1733

## area by class of cell
class                      instances  area, µm²  share of cell area, %
multi-input combinational         24      150.1                  29.48
sequential                         7      140.1                  27.52
timing repair buffer              14      135.1                  26.54
tap                               46      57.56                  11.30
clock buffer                       4      26.28                  5.160
## sequential cells by signal, summed over array words and instances, names as in the netlist
register,cells
light_r,1
score,4
light_g,1
already_count,1
## worst register-to-register path, cell delays in order (launching register included)
cell and delay, ns:
dfxtp_1 0.40, ha_1 0.17, nand2b_1 0.07, or4_1 0.41, nand2_1 0.08
## power breakdown
| part | internal [mW] | leakage, nW | total, mW | switching [mW] |
|---|---|---|---|---|
| clock | 0.0800 | 0.0150 | 0.133 | 0.0528 |
| combinational | 0.0165 | 0.102 | 0.0244 | 0.00791 |
| sequential | 0.148 | 0.0565 | 0.149 | 0.00106 |
| total | 0.245 | 0.173 | 0.306 | 0.0617 |
## placed cells by master (no fill, tap or decap)
cell type | Yosys | routed
clkbuf_1 | 0 | 1
dfxtp_1 | 7 | 7
or3_1 | 1 | 1
mux2i_1 | 1 | 1
nand2_1 | 4 | 4
o31ai_1 | 2 | 2
clkbuf_4 | 0 | 3
buf_4 | 0 | 2
nor2_1 | 1 | 1
nand4_1 | 1 | 1
o211ai_1 | 2 | 2
and2b_1 | 1 | 1
ha_1 | 1 | 1
or4_1 | 2 | 2
o21ai_0 | 2 | 2
nand3_1 | 1 | 1
and2_1 | 1 | 1
nand2b_1 | 2 | 2
a21oi_1 | 2 | 2
clkdlybuf4s50_1 | 0 | 12
## metrics by stage
| step | util (%) | hold WS, ns | instance area [µm²] | std cells | worst slack, ns |
|---|---|---|---|---|---|
| after floorplan | - | 0.4201 | 295.3 | 32 | 0.6948 |
| after global placement | 14.14 | 0.4706 | 483.0 | 91 | 0.1751 |
| after detailed placement | 14.14 | 0.4721 | 483.0 | 91 | 0.1632 |
| after CTS | 14.91 | 0.4790 | 509.2 | 95 | 0.3491 |
| after global routing | 14.91 | 0.5065 | 509.2 | 95 | 0.3194 |
| final | 14.91 | 0.4720 | 509.2 | 95 | 0.3733 |
## routing by layer
layer | wire length (µm) | share of wire, %
met5 | 0 | 0
met4 | 7 | 0.84
met3 | 72 | 8.6
met2 | 426 | 51
met1 | 331 | 40
## logic make-up (layout without fill, tap and decap cells)
logic type	Yosys count	after routing	share of synthesized area, %
AND/OR/NAND/NOR	14	14	26.27
AND-OR/OR-AND	8	8	16.95
flip-flops	7	7	47.46
adder cells (fa/ha/maj)	1	1	4.237
multiplexers	1	1	3.390
buffers and inverters	1	18	1.693
## worst max-delay path by stage
stage	startpoint	to	slack, ns	cells past startpoint
finish	score[0]$_SDFFE_PP0P_	score[0]	0.37	1
CTS	score[0]$_SDFFE_PP0P_	score[0]	0.35	1
global route	score[0]$_SDFFE_PP0P_	score[0]	0.32	1
Power is estimated from default activity; no workload was simulated.

**constraint.sdc**
```tcl
current_design AccessCtrl

set clk_period 3.1
set clk_io_pct 0.2

create_clock -name clk0 -period $clk_period [get_ports {clk}]

set non_clock_inputs [all_inputs -no_clocks]
set_input_delay [expr $clk_period * $clk_io_pct] -clock clk0 $non_clock_inputs
set_output_delay [expr $clk_period * $clk_io_pct] -clock clk0 [all_outputs]
```
**run.sh**
```bash
#!/bin/bash
# OpenROAD 26Q1-2900-gdf79404cd8, Yosys 0.63+post, stock flow scripts
make -C /OpenROAD-flow-scripts/flow DESIGN_CONFIG=/design/flow/config.mk WORK_HOME=/design/flow/orfs finish
```
**design.v**
```verilog
module AccessCtrl(Pass, B_bp, Bp_2, clk, rst, timeout, OneSec2, BO_2, reconfig, enable, enable2, win_rst, clear_load, clear_digit, clear_time, red_light, green_light, LED_1, LED_2, LED_3);
	input B_bp, Bp_2, clk, rst, timeout, OneSec2;
	input [3:0] Pass;
	output red_light, green_light, BO_2, enable, enable2, reconfig, win_rst, clear_load, clear_digit, clear_time, LED_1, LED_2, LED_3;
	reg red_light, green_light, BO_2, enable, enable2, reconfig, win_rst,clear_load, clear_digit, clear_time, LED_1, LED_2, LED_3;
	reg sfsg;
	reg [3:0] state;
	parameter First = 4'b0000, Second = 4'b0001;
	parameter Third = 4'b0010, Fourth = 4'b0011;
	parameter Check = 4'b0100, Approve = 4'b0101;
	parameter Deny = 4'b0110, LoadTimer = 4'b0111;
	parameter GameStart = 4'b1000, GameOver = 4'b1001;
	parameter GameStatus = 4'b1010, CheckStatus_1 = 4'b1011; 
	parameter Pause = 4'b1100, CheckStatus_2 = 4'b1101;
	always @(posedge clk)
		begin
		  if(rst == 0)
		    begin
		      state <=First;
		    end
		  else
		    begin
		      case(state)
			First:
			  begin
			    sfsg <= 1;
			    clear_digit <= 1;
			    clear_load <= 1;
			    clear_time <= 1;
			    BO_2 <= 0;
			    reconfig <= 0;
			    enable <= 0;
			    enable2 <= 0;
			    win_rst <= 1;
			    red_light <= 1;
		            green_light <= 0;
			    if (B_bp == 0)
			      begin
				state <= First;
			      end
			    else
			      begin
				if(Pass == 1)
				  begin
				  end
				else
				  begin
				    sfsg <= 0;
				  end
				state <= Second;
			      end
			  end
			Second:
			  begin
				 if (B_bp == 0)
			      begin
				state <= Second;
			      end
			    else
			      begin
				if(Pass == 2)
				  begin
				  end
				else
				  begin
				    sfsg <= 0;
				  end
				state <= Third;
			      end
			  end
			Third:
			  begin
            clear_digit <= 0;
				clear_load <= 0;
				clear_time <= 0;
			    if (B_bp == 0)
			      begin
				state <= Third;
			      end
			    else
			      begin
				if(Pass == 3)
				  begin
				  end
				else
				  begin
				    sfsg <= 0;
				  end
				state <= Fourth;
			      end
			  end
			Fourth:
			  begin
			    if (B_bp == 0)
			      begin
				state <= Fourth;
			      end
			    else
			      begin
				if(Pass == 4)
				  begin
				  end
				else
				  begin
				    sfsg <= 0;
				  end
				state <= Check;
			      end
			  end
			Check:
			  begin
			    if (sfsg == 1)
			      begin
				state <= Approve;
			      end
			    else
			      begin
			        state <= Deny;
			      end
			  end
			Deny:
			  begin
			    if (B_bp == 0)
			      begin
				state <= Deny;
			      end
			    else
			      begin
				state <= First;
			      end
			  end
			Approve:
			  begin
			    red_light <= 1'b0;
			    green_light <= 1'b1;
			    state <= LoadTimer;
				 clear_time <= 0;
			  end
			LoadTimer:
			  begin
			    clear_load <= 0;
			    reconfig <= 1;
			    win_rst <= 1;
			    LED_1<= 1;
			    if (B_bp == 1)
			      begin
				state <= GameStart;
			      end
			    else
			      begin
				state <= LoadTimer;
			      end			    
			  end
			GameStart:
			  begin
			    reconfig <= 0;
			    LED_2 <= 1;
			    LED_1 <= 0;
			    BO_2 <= Bp_2;
			    enable <= 1;
			    win_rst <= 0;
			    if(B_bp == 1)
			      begin			
				BO_2 <= 0;
			        enable <= 0;
				state <= GameStatus;
						enable2 <= 1; 
			      end
			    else if(timeout == 1)
			      begin
				state <= GameOver;
			      end
			    else
			      begin
				state <= GameStart;
			      end
			  end
			GameStatus:
			  begin
			    reconfig <= 0;
			    BO_2 <= 0;
			    if(OneSec2 == 1)
			      begin
			        enable2 <= 0;
			        clear_time <= 1;
					  state <= Pause;
			      end
			    else if(B_bp == 1)
			      begin
				state <= CheckStatus_1;
				clear_time <= 1;				
			      end
			    else
			      begin
				state <= GameStatus;
			      end
			   end			
			CheckStatus_1:
			  begin
			    state <= CheckStatus_2;
			  end
			CheckStatus_2:
			  begin
			    clear_time <= 0;
				 if(OneSec2 == 1)
			      begin
			        state <= Approve;
				clear_load <= 1;
			      end
			    else if(B_bp == 1)
			      begin
				state <= First;
			      end
			    else
			      begin
				state <= CheckStatus_2;
			      end			    
			  end
			Pause:
			  begin
			    if(B_bp == 1)
			      begin
				state <= GameStart;
				clear_load <=0;
				clear_time <= 0;
			      end
			    else
			      begin
				state <= Pause;
				clear_time <= 0;
			      end
			  end
			GameOver:
			  begin
			    reconfig <= 0;
			    LED_3 <= 1;
			    LED_2 <= 0;
			    BO_2 <= 0;
			    enable <= 0;
			    if(B_bp == 1)
			      begin
				state <= Approve;
				clear_load <= 1;
			      end
			    else
			      begin
				state <= GameOver;
			      end
			  end
			default:
			  begin
			    red_light <= 1'b1;
			    green_light <= 1'b0;
			    state <= First;
			  end
		      endcase
		    end
		end
endmodule
```
**config.mk**
```make
export PLATFORM = sky130hd
export DESIGN_NAME = AccessCtrl
export DESIGN_NICKNAME = AccessCtrl
export VERILOG_FILES = /design/flow/design.v
export SDC_FILE = /design/flow/constraint.sdc
export NUM_CORES = 4
export LEC_CHECK = 1
export CORE_AREA = 10 10 101 101
export DIE_AREA = 0 0 111 111
```
==> results.json <==
{
  "chip_area_um2": 12320,
  "worstHoldStart": "state[9]$_DFF_P_",
  "root_buffer": "clkbuf_8",
  "ys_seq_share": 0.5858,
  "fin_skew_ns": 0.002804,
  "relSlewSlack": 0.6636,
  "power.leakage_nw": 0.5086,
  "drive_above_1_share": 0.05426,
  "flop_cell": "dfxtp_1",
  "critPathCaptureType": "flop",
  "power_density_nw_per_um2": 425.6,
  "reg2reg_from": "state[4]$_DFF_P_",
  "timing.rr.end": "sfsg$_SDFFCE_PP0P_",
  "dpl.hpwl_um": 1994,
  "hold_buffers": 0,
  "initial_utilization": 0.1407,
  "top_cells_by_count": "16 x nor2_1, 14 x dfxtp_1, 13 x edfxtp_1, 9 x inv_1, 8 x a21oi_1",
  "finalHoldViolCount": 0,
  "ys_async_sr_fraction": 0,
  "dp_slack_ns": 0.7638,
  "gp_congestion": 0.8444,
  "cts_setup_buffers": 0,
  "finalCritPeriodShare": 0.6750,
  "criticalPathCategory": "primary input to flop",
  "antenna_found_initial": 0,
  "avgSynthCellArea_um2": 10.50,
  "tool_warnings": 25,
  "power_switching_share": 0.2048,
  "max_freq_ghz": 0.4779,
  "detail-route-antenna-nets": 0,
  "via_count": 848,
  "grt_max_degree": 18,
  "synth_cell_types": 31,
  "yosysWarnings": 1,
  "fp.dieW_um": 111,
  "edf_count": 13,
  "cts.sink_count": 27,
  "status": "finished clean",
  "p_switching_mw": 0.1310,
  "peakVddDrop_mv": 0.1469,
  "path_clk_slew_ns": 0.08,
  "drtIter0Drc": 62,
  "fin_cells": 234,
  "cts_tree": "done",
  "max_cap_violations": 0,
  "p_seq_frac": 0.611,
  "coreArea_um2": 8134,
  "num_rows": 33,
  "dp.cells": 230,
  "setup_violations": 0,
  "top_area_frac": 0.3410,
  "rr_worst_depth": 3,
  "routedWlPerCell_um": 11.11,
  "drc": 0,
  "overflow": 0,
  "area_growth_pct": 31.26,
  "cts_buffer_depth": 2,
  "r2r_setup_slack_ns": 1.33,
  "arrival_ns": 2.01,
  "worst_slew_pin_slew_ns": 0.5041,
  "numCtsBuffers": 3,
  "numPortBuffers": 21,
  "start_kind": "primary input",
  "yosys_area_um2": 1145,
  "grt_pass1_wl_um": 4284,
  "layout_setup_ws_ns": 1.007,
  "power_mw": 0.6395,
  "wl_um": 2599,
  "rsz0062_at_grt": "no",
  "crit_fanout": 17,
  "synth_flops": 27,
  "fin_crit_ns": 2.093,
  "hold_path_class": "flop to flop",
  "antenna-diode-count": 0,
  "yosysMostFrequentCell": "nor2_1",
  "syn_area_um2": 1145,
  "die_y_um": 111,
  "pwr-share-clk": 0.295,
  "postCtsResizedCells": 0,
  "io_pins": 23,
  "combPwrFrac": 0.094,
  "startpoint": "rst",
  "crit_required_ns": 3.02,
  "h-tree-depth": 1,
  "grt_usage": 0.04132,
  "detail_route.first_pass.iterations": 4,
  "synthCells": 109,
  "first_global_vias": 797,
  "report.final.slew_viol_count": 0,
  "largest_register": "state",
  "synthTopCellsByArea": "edfxtp_1 34%, dfxtp_1 24%, nor2_1 5.2%, mux2i_1 4.4%, a21oi_1 3.5%",
  "p_int_mw": 0.5085,
  "crit_path_end": "sfsg$_SDFFCE_PP0P_",
  "via_per_inst": 3.624,
  "largest_register_ffs": 14,
  "clk_latency_ns": 0.26,
  "yosysTopAreaCell": "edfxtp_1",
  "holdWs_ns": 0.4888,
  "yosys_cells": 109,
  "fin_tns_setup_ns": 0
}
layout by cell type, fill, tap and decap left out, types with 3 or more instances in the layout:
cell	Yosys	layout
a21oi_1	8	8
clkbuf_8	0	3
clkdlybuf4s50_1	0	21
dfxtp_1	14	14
edfxtp_1	13	13
inv_1	9	9
mux2i_1	5	5
nand2_1	4	4
nor2_1	16	16
nor3_1	5	5
nor4_1	3	3
nor4b_1	3	3
o21ai_0	5	5
metal layers:
metal,GRT usage,wire (um)
met4,0.006944,34
met1,0.05483,1183
met5,0,0
met3,0.01368,161
met2,0.06486,1220
final cells by class:
class                   count  area (um2)
fillers                   870        6631
repair buffers             22       217.7
well taps                 105       131.4
multi-input cells          67       404.1
inverters                   9       33.78
flip-flops and latches     27       670.6
clock buffers               4       45.04
power groups by stage:
stage         sequential (mW)  combinational [mW]  clock [mW]
finish                  0.390              0.0603       0.189
CTS                     0.391              0.0613       0.192
global route            0.392              0.0672       0.211
kinds of logic after synthesis:
kind of cell	share of synthesized area
other	0.003276
buffers and inverters	0.06120
muxes	0.04372
and+or+nand+nor	0.2044
DFF	0.5858
AOI/OAI and AO/OA	0.1016
worst max-delay path, stage by stage:
cell,delay [ns]
clkdlybuf4s50_1,0.63
inv_1,0.31
a2111oi_0,0.44
how the worst min path moves through the flow:
| stage | to | slack, ns | cells after the start |
|---|---|---|---|
| CTS | red_light$_DFFE_PP_ | 0.49 | 1 |
| global route | red_light$_DFFE_PP_ | 0.51 | 1 |
| finish | red_light$_DFFE_PP_ | 0.49 | 1 |
per-stage QoR:
step | util | instance area, um2
finish | 0.1847 | 1503
global route | 0.1847 | 1503
CTS | 0.1847 | 1503
detailed placement | 0.1792 | 1458
global placement | 0.1792 | 1458
floorplan | - | 1145
Power is estimated from default activity; no workload was simulated.

File: ./design.v
module cdmod(rst, clear_digit, clk, switch_num3, switch_num4, reconfig, OneSec, timeout, num_out_1st, num_out_2nd);
input rst, clk, reconfig, OneSec, clear_digit;
input [3:0]switch_num3;
input [3:0]switch_num4;
output [3:0]num_out_1st;
output [3:0]num_out_2nd;
output timeout;
wire decrement, No_borrow;
wire port1, port2;
assign port1 = 1;
cdtimer FirstDigit(rst, clear_digit, clk, OneSec, No_borrow, reconfig, switch_num3, decrement, num_out_1st, timeout);
cdtimer SecondDigit(rst, clear_digit, clk, decrement, port1, reconfig, switch_num4, port2, num_out_2nd, No_borrow);
endmodule
module cdtimer(rst, clear_digit, clk, decrement_in, No_borrow_in, reconfig, num_in, decrement_out, num_out, No_borrow_out);
input rst, clk, decrement_in, reconfig, No_borrow_in, clear_digit;
input [3:0]num_in;
output decrement_out, No_borrow_out;
output [3:0]num_out;
reg decrement_out, No_borrow_out;
reg [3:0]num_out;
	always@(posedge clk) begin
	  if (rst == 0) begin
	    num_out <= 0;
	    decrement_out <= 0;
	    No_borrow_out <= 0;
	  end
	  else if (clear_digit == 1) begin
	    num_out <= 0;
	    decrement_out <= 0;
	    No_borrow_out <= 0;
	  end
	  else begin    
	    No_borrow_out <= 0;
	    if(reconfig == 1) begin
	      if(num_in > 9)begin
	      num_out <= 9;
	      end
	      else if(num_in == 0)begin
		    num_out <= num_in;
	      end
	      else begin
		    num_out <= num_in;
	      end
	    end
	    else begin
	     if(decrement_in == 1) begin
	       if(num_out != 0) begin
		 num_out <= num_out - 1;
	       end
	       else begin
		 if(No_borrow_in == 0) begin
		   num_out <= 9;
		   decrement_out <= 1;
		 end
		 else begin
		   decrement_out <= 0;
		   No_borrow_out <= 1;
		 end
	       end		  
	      end	  
	     else begin
	       if(num_out == 0 && No_borrow_in == 1)begin
	       No_borrow_out <= 1;
	       end
	       num_out <= num_out;
	       decrement_out <= 0;
	     end
           end
	  end
	end
endmodule  
File: ./run.sh
#!/bin/bash
# OpenROAD 26Q1-2900-gdf79404cd8, Yosys 0.63+post, stock flow scripts
make -C /OpenROAD-flow-scripts/flow DESIGN_CONFIG=/design/flow/config.mk WORK_HOME=/design/flow/orfs finish
File: ./config.mk
export PLATFORM = sky130hd
export DESIGN_NAME = cdmod
export DESIGN_NICKNAME = cdmod
export VERILOG_FILES = /design/flow/design.v
export SDC_FILE = /design/flow/constraint.sdc
export NUM_CORES = 4
export LEC_CHECK = 1
export CORE_AREA = 10 10 70 70
export DIE_AREA = 0 0 80 80
File: ./constraint.sdc
current_design cdmod

set clk_period 1.8
set clk_io_pct 0.2

create_clock -name clk0 -period $clk_period [get_ports {clk}]

set non_clock_inputs [all_inputs -no_clocks]
set_input_delay [expr $clk_period * $clk_io_pct] -clock clk0 $non_clock_inputs
set_output_delay [expr $clk_period * $clk_io_pct] -clock clk0 [all_outputs]
==> results.yml <==
# synthesis and place-and-route metrics
status:
  status: "finished, final reports clean"
cells_and_area:
  fillers: 389
  area.sequential_um2: 220
  fin_cells: 143
  synthToLayoutAreaGrowth_pct: 51.5
  final_area_um2: 910
  utilization: 0.266
  drive_above_1_share: 0.0928
  logic_area_um2: 354
synthesis:
  synth_cells: 71
  yosysUniqueCellTypes: 28
  ys_cells: 71
  synth.avg_cell_area_um2: 8.46
  seq_area_frac_synth: 0.367
  numSynthFlops: 11
  ys_warn_count: 1
  syn_area_um2: 601
  ys_area_um2: 601
flow_run:
  openroad.warnings: 26
  max_cap_viol_count: 0
worst_setup_path:
  cp_max_fo: 4
  cp-start-kind: "flop"
  regToRegSetupSlack_ps: 190
  path_cells: "inv_1 -> ha_1 -> or3b_1 -> a311o_1 -> a21oi_1"
  timing.rr.end: "SecondDigit.num_out[1]"
  endpoint_kind: "flop"
  worst-path-stages: 5
  cpPeakStageDelay_ps: 430
  required_ps: 1990
  cp_top_family: "AND-OR/OR-AND gates"
  arrival_ps: 1800
  ff2ff_path_depth: 5
  reg2reg_from: "SecondDigit.num_out[0]"
  cp_slowest_cell: "or3b_1"
  worst-setup-path-type: "flop to flop"
  crit_buf_inv: 1
clocking:
  hold_buffers: 0
  htreeDepth: 1
  cts.sinks: 11
  post_cts_resized: 0
  cts_tree: "built"
  cts-buffers-inserted: 3
  clkTransAtPathRegs_ps: 70
  clk_path_buf_depth: 2
  post_cts_buffers: 0
  clk_latency_ps: 260
  root_buffer: "clkbuf_4"
floorplanning:
  core_um2: 3420
  chipArea_um2: 6400
  ioPinCount: 22
  chipHeight_um: 80
  initial_core_util: 0.176
  rows: 21
  fp.dieW_um: 80
sta:
  finalCriticalPeriod_ps: 1610
  hold_viol: 0
  rsz0062_at_grt: "false"
  finalMaxSlewViolations: 0
  setup_viol: 0
  setup_ws_ps: 192
  tightest_slew_ps: 452
  finalCritPeriodShare: 0.894
  finClkSkew_ps: 0.952
  timing.hold.ws_ps: 608
  max_slew_margin: 0.699
  setup_tns_ps: 0
  fmax_mhz: 622
grt:
  grt.total_usage: 0.0514
  grt_use_met1: 0.0661
  grt_most_used_layer: "met2"
  grt_pass1_vias: 606
  grtUsageMet2: 0.0835
  met3_usage: 0.0136
  grt_max_degree: 12
  antenna_found_initial: 0
  grt_pass1_wl_mm: 2.80
  gr-total-overflow: 0
hold_path:
  hold_path_depth: 2
  holdPathEnd: "FirstDigit.num_out[1]"
  min_from: "FirstDigit.num_out[1]"
  hold_path_class: "flop to flop"
detailed_routing:
  dr.pass1.iters: 4
  via_count: 598
  routed_wl_mm: 1.66
  routedWlPerCell_um: 11.6
  route.detailed.drc: 0
  drt-initial-drc-count: 19
  antenna_left: 0
  avgViaCountPerCell: 4.18
  diodes: 0
pwr:
  p_leak_nw: 0.328
  p_sw_mw: 0.140
  p_int_mw: 0.408
  switching_share: 0.256
  p_comb_frac: 0.211
  ir_drop_uv: 140
  power_density_nw_per_um2: 603
  seqPwrFrac: 0.481
  power_mw: 0.548
  p_clk_frac: 0.308
placement:
  dpl.cell_count: 139
  dp_slack_ps: 70.9
  hpwl_mm: 1.33
  io_buffers: 21
  placed_area_um2: 883
  place_congestion: 0.828
==> worst register-to-register path, stage by stage (launching register included) <==
cell and delay [ps]:
dfxtp_1 320, inv_1 110, ha_1 200, or3b_1 430, a311o_1 370, a21oi_1 110
==> cells in the final DEF (no fill, tap or decap), drive strengths merged, types with 2 or more instances in the layout <==
cell,instances
clkdlybuf4s50,21
dfxtp,11
a21oi,8
nand2b,6
inv,5
nor2,5
o21ai,5
nor3,4
clkbuf,4
buf,3
nor3b,3
nand2,2
a221oi,2
or4b,2
a211oi,2
ha,2
==> worst max-delay path by stage <==
| stage | from | end |
|---|---|---|
| after CTS | SecondDigit.num_out[0] | SecondDigit.num_out[1] |
| after global routing | SecondDigit.num_out[0] | SecondDigit.num_out[1] |
| final | SecondDigit.num_out[0] | SecondDigit.num_out[1] |
==> routing by layer <==
layer  vias up  wire length (um)  part of all wire
met1       267               808              0.49
met3         2                77             0.046
met4         0                31             0.019
met5         -                 0                 0
met2        17               740              0.45
li1        312                 -                 -
==> kinds of logic after synthesis <==
| family | synth area share |
|---|---|
| fa+ha+maj | 0.0417 |
| xor+xnor | 0.0146 |
| simple gates | 0.294 |
| compound gates | 0.240 |
| buf+inv | 0.0438 |
| flops | 0.367 |
==> flip-flops by register name (all words and copies together), names as in the netlist <==
name,flops
FirstDigit.No_borrow_out,1
FirstDigit.decrement_out,1
FirstDigit.num_out,4
SecondDigit.No_borrow_out,1
SecondDigit.num_out,4
==> power by group through the flow <==
stage	Sequential (mW)	Combinational (mW)	Clock (mW)
5_1_grt	0.266	0.129	0.191
6_report	0.264	0.116	0.169
4_1_cts	0.264	0.117	0.178
==> Yosys cell counts, drive strengths merged <==
| master | instances | area [um2] |
|---|---|---|
| inv | 5 | 18.8 |
| ha | 2 | 25.0 |
| or4 | 1 | 11.3 |
| a21oi | 8 | 40.0 |
| o21ai | 5 | 25.0 |
| dfxtp | 11 | 220 |
| a21boi | 1 | 7.51 |
| o21a | 1 | 7.51 |
| a221oi | 2 | 17.5 |
| clkbuf | 2 | 7.51 |
| or3b | 1 | 8.76 |
| nor3 | 4 | 20.0 |
| nor3b | 3 | 32.5 |
| nand2b | 6 | 37.5 |
| a22oi | 1 | 7.51 |
| nor4 | 1 | 6.26 |
| or4b | 2 | 20.0 |
| a21o | 1 | 7.51 |
| a311o | 1 | 10.0 |
| nor2b | 1 | 6.26 |
| nor2 | 5 | 18.8 |
| nand3b | 1 | 7.51 |
| xnor2 | 1 | 8.76 |
| a31oi | 1 | 6.26 |
| a211oi | 2 | 15.0 |
| nand2 | 2 | 7.51 |
==> final cells by class <==
type                    count  share of cell area
multi-input cells          53               0.389
repair buffers             24               0.256
flip-flops and latches     11               0.242
well taps                  46              0.0633
clock buffers               4              0.0289
inverters                   5              0.0206
Power is estimated from default activity; no workload was simulated.
